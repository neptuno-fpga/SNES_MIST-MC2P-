`/design/flow/design.v`:
```
module scandoubler
(
    input            clk_sys,
    input            scandoubler_disable,
    input      [1:0] scanlines,
    input            ce_x1,
    input            ce_x2,
    input            hs_in,
    input            vs_in,
    input      [COLOR_DEPTH-1:0] r_in,
    input      [COLOR_DEPTH-1:0] g_in,
    input      [COLOR_DEPTH-1:0] b_in,
    output reg       SD_hs_o,
    output reg       SD_vs_o,
    output reg [5:0] SD_r_o,
    output reg [5:0] SD_g_o,
    output reg [5:0] SD_b_o
);
parameter HCNT_WIDTH = 9;
parameter COLOR_DEPTH = 6;
always @(*) 
begin
    if (scandoubler_disable) 
        begin
            if (COLOR_DEPTH == 6) begin
                SD_b_o = b_in[5:0];
                SD_g_o = g_in[5:0];
                SD_r_o = r_in[5:0];
            end else if (COLOR_DEPTH == 2) begin
                SD_b_o = {3{b_in[1:0]}};
                SD_g_o = {3{g_in[1:0]}};
                SD_r_o = {3{r_in[1:0]}};
            end else if (COLOR_DEPTH == 1) begin
                SD_b_o = {6{b_in[0]}};
                SD_g_o = {6{g_in[0]}};
                SD_r_o = {6{r_in[0]}};
            end else begin
                SD_b_o = { b_in[COLOR_DEPTH-1:0], b_in[COLOR_DEPTH-1 -:(6-COLOR_DEPTH)] };
                SD_g_o = { g_in[COLOR_DEPTH-1:0], g_in[COLOR_DEPTH-1 -:(6-COLOR_DEPTH)] };
                SD_r_o = { r_in[COLOR_DEPTH-1:0], r_in[COLOR_DEPTH-1 -:(6-COLOR_DEPTH)] };
            end
            SD_hs_o = hs_in;
            SD_vs_o = vs_in;
       end
   else
       begin
            SD_hs_o = hs_out;
            SD_vs_o = vs_out;
            SD_r_o = r_out;
            SD_g_o = g_out;
            SD_b_o = b_out;
       end
end
reg       hs_out;
reg       vs_out;
reg [5:0] r_out;
reg [5:0] g_out;
reg [5:0] b_out;
reg scanline;
reg [5:0] r;
reg [5:0] g;
reg [5:0] b;
always @(*) begin
    if (COLOR_DEPTH == 6) begin
        b = sd_out[5:0];
        g = sd_out[11:6];
        r = sd_out[17:12];
    end else if (COLOR_DEPTH == 2) begin
        b = {3{sd_out[1:0]}};
        g = {3{sd_out[3:2]}};
        r = {3{sd_out[5:4]}};
    end else if (COLOR_DEPTH == 1) begin
        b = {6{sd_out[0]}};
        g = {6{sd_out[1]}};
        r = {6{sd_out[2]}};
    end else begin
        b = { sd_out[COLOR_DEPTH-1:0], sd_out[COLOR_DEPTH-1 -:(6-COLOR_DEPTH)] };
        g = { sd_out[COLOR_DEPTH*2-1:COLOR_DEPTH], sd_out[COLOR_DEPTH*2-1 -:(6-COLOR_DEPTH)] };
        r = { sd_out[COLOR_DEPTH*3-1:COLOR_DEPTH*2], sd_out[COLOR_DEPTH*3-1 -:(6-COLOR_DEPTH)] };
    end
end
always @(posedge clk_sys) begin
    if(ce_x2) begin
        hs_out <= hs_sd;
        vs_out <= vs_in;
        if(vs_out != vs_in) scanline <= 0;
        if(hs_out && !hs_sd) scanline <= !scanline;
        if(!scanline || !scanlines) begin
            r_out <= r;
            g_out <= g;
            b_out <= b;
        end else begin
            case(scanlines)
                1: begin  
                    r_out <= {1'b0, r[5:1]} + {2'b00, r[5:2] };
                    g_out <= {1'b0, g[5:1]} + {2'b00, g[5:2] };
                    b_out <= {1'b0, b[5:1]} + {2'b00, b[5:2] };
                end
                2: begin  
                    r_out <= {1'b0, r[5:1]};
                    g_out <= {1'b0, g[5:1]};
                    b_out <= {1'b0, b[5:1]};
                end
                3: begin  
                    r_out <= {2'b00, r[5:2]};
                    g_out <= {2'b00, g[5:2]};
                    b_out <= {2'b00, b[5:2]};
                end
            endcase
        end
    end
end
reg [COLOR_DEPTH*3-1:0] sd_out;
(* ramstyle = "no_rw_check" *) reg [COLOR_DEPTH*3-1:0] sd_buffer[2*2**HCNT_WIDTH:0];
reg        line_toggle;
reg  [HCNT_WIDTH-1:0] hs_max;
reg  [HCNT_WIDTH-1:0] hs_rise;
reg  [HCNT_WIDTH-1:0] hcnt;
always @(posedge clk_sys) begin : b1
    reg hsD, vsD;
    if(ce_x1) begin
        hsD <= hs_in;
        if(hsD && !hs_in) begin
            hs_max <= hcnt;
            hcnt <= 0;
        end else begin
            hcnt <= hcnt + 1'd1;
        end
        if(!hsD && hs_in) hs_rise <= hcnt;
        vsD <= vs_in;
        if(vsD != vs_in) line_toggle <= 0;
        if(hsD && !hs_in) line_toggle <= !line_toggle;
        sd_buffer[{line_toggle, hcnt}] <= {r_in, g_in, b_in};
    end
end
reg  [HCNT_WIDTH-1:0] sd_hcnt;
reg        hs_sd;
always @(posedge clk_sys) begin : b2
    reg hsD;
    if(ce_x2) begin
        hsD <= hs_in;
        sd_hcnt <= sd_hcnt + 1'd1;
        if(hsD && !hs_in)     sd_hcnt <= hs_max;
        if(sd_hcnt == hs_max) sd_hcnt <= 0;
        if(sd_hcnt == hs_max)  hs_sd <= 0;
        if(sd_hcnt == hs_rise) hs_sd <= 1;
        sd_out <= sd_buffer[{~line_toggle, sd_hcnt}];
    end
end
endmodule
```
`/design/flow/run.sh`:
```
#!/bin/bash
# OpenROAD 26Q1-2900-gdf79404cd8, Yosys 0.63+post, stock flow scripts
make -C /OpenROAD-flow-scripts/flow DESIGN_CONFIG=/design/flow/config.mk WORK_HOME=/design/flow/orfs finish
```
`/design/flow/config.mk`:
```
export PLATFORM = sky130hd
export DESIGN_NAME = scandoubler
export DESIGN_NICKNAME = scandoubler
export VERILOG_FILES = /design/flow/design.v
export SDC_FILE = /design/flow/constraint.sdc
export NUM_CORES = 4
export LEC_CHECK = 1
export CORE_UTILIZATION = 40
export SYNTH_MEMORY_MAX_BITS = 65536
```
`/design/flow/constraint.sdc`:
```
current_design scandoubler

set clk_period 7262.9
set clk_io_pct 0.2

create_clock -name clk0 -period $clk_period [get_ports {clk_sys}]

set non_clock_inputs [all_inputs -no_clocks]
set_input_delay [expr $clk_period * $clk_io_pct] -clock clk0 $non_clock_inputs
set_output_delay [expr $clk_period * $clk_io_pct] -clock clk0 [all_outputs]
```
==> flow_summary_export.csv <==
group,metric,value,unit
run_status,status,"completed",
timing,rsz0062_at_grt,"no",
cts,cts_resized,0,
synthesis,synth_top_area_share,77.97,%
timing,drv_slew,0,
synthesis,yosys_cells,32173,
grt,gr-total-overflow,0,
timing,tns,0,ps
synthesis,synth_flops,18512,
grt,grtUsageTotal,30.45,%
worst_setup_path,cp_cell_sequence,"buf_8 -> buf_4 -> mux2_2 -> clkdlybuf4s50_1",
timing,worst_pin_slew,1473,ps
timing,finalCritPeriodShare,40.02,%
placed_design,dpl.hpwl,1628000,um
worst_setup_path,arrival,1454340,ps
placed_design,post-place-ws,4355960,ps
route,drtIter0Drc,28329,
worst_setup_path,endpoint_kind,"primary output",
power,peakVddDrop,0.0002284,mV
floorplan,die_width,1337,um
floorplan,fp-utilization,40.09,%
route,routed_wirelength,2468000,um
route,final_antenna_net_count,0,
cts,h-tree-depth,7,
floorplan,fp.coreArea,1779000,um^2
cts,cts_setup_buffers,0,
synthesis,edf_count,18512,
synthesis,netlist_area,713000,um^2
synthesis,postSynthCellCount,32173,
finish,fillers,143173,
grt,grt_pass1_vias,393233,
cts,cts_sinks,18512,
flow_run,warning_count,41,
route,drt-met1-wl,626300,um
worst_setup_path,reg2reg_slack,7252450,ps
grt,grt_pass1_wl,3309000,um
finish,area_delta_synth_final,14.54,%
floorplan,die-area,1788000,um^2
synthesis,yosysWarningCount,1,
route,met3_length,587400,um
cts,cts_tree,"yes",
power,p_total,0.0002361,W
cts,numCtsBuffers,1864,
worst_setup_path,worstSetupStartpointType,"input port",
flow_run,drv_cap,0,
worst_setup_path,critPathKind,"in2out",
timing,fin_skew,119.5,ps
route,drcViolationCount,0,
timing,min_period,2906920,ps
timing,hold_viol_final,0,
grt,antenna_found_initial,295,
cts,clk_pin_slew,70,ps
route,wl_per_cell,40.66,um
synthesis,synthDistinctLibCells,101,
floorplan,io_pins,46,
worst_setup_path,rr_worst_depth,19,
worst_setup_path,crit_fanout,71,
timing,setup_slack,4355980,ps
worst_setup_path,slowest_stage,"buf_8",
route,drtPass1Iterations,6,
synthesis,topCellsByArea,"edfxtp_1 78%, mux4_2 13%, mux2i_1 2.4%",
cts,ctsHoldBuffers,0,
synthesis,synth_area_per_cell,22.16,um^2
min_path,hold_class,"reg2reg",
placed_design,placement.io_buffers,45,
cts,ctsLongestPathBuffers,6,
synthesis,ys_area,713000,um^2
floorplan,rows,490,
finish,flop_area,555900,um^2
timing,slew_headroom,1.614,%
worst_setup_path,required,5810320,ps
synthesis,ff_type,"edfxtp_1",
worst_setup_path,slowest_delay,500,ps
timing,finalSetupViolations,0,
route,met2WireLength,1056000,um
power,power_density,0.2890,nW/um^2
cts,cts_root_buffer,"clkbuf_16",
synthesis,top_area_cell,"edfxtp_1",
floorplan,die_y,1337,um
route,via_per_inst,5.971,
finish,drive_gt1_share,29.88,%
finish,lay_top_count,"edfxtp_1",
route,vias,362358,
synthesis,async_flop_share,0,%
cts,insertion_delay,1410,ps
finish,lay_top_cells,"18512 x edfxtp_1, 4071 x mux4_2, 2812 x buf_4",
synthesis,ys_seq_share,77.97,%
timing,clock.fmax,0.0003440,GHz
placed_design,place.gp.congestion,0.9741,
min_path,hold_path_depth,2,
grt,grt_start_max_net_pins,130,
finish,combGateArea,148700,um^2
route,topRoutingLayerUsed,"met5",
power,p_leak,256.3,nW
metrics by stage:
stage | area [um^2] | util [%] | hold slack (ps) | instances
finish | 816700 | 45.92 | 586.9 | 60685
global route | 816000 | 45.88 | 597.5 | 60388
CTS | 815000 | 45.82 | 583.2 | 60012
detailed placement | 757300 | 42.58 | 570.0 | 56708
global placement | 757200 | 42.58 | 594.9 | 56706
floorplan | 713000 | - | 416.8 | 32173
worst max-delay path: cells and delay by family:
family | cells | cell delay [ps]
buffers and inverters | 3 | 1250
multiplexers | 1 | 150
final timing paths:
| kind | startpoint | to |
|---|---|---|
| setup / recovery | r_in[3] | SD_r_o[3] |
| hold / removal | sd_out[12] | r_out[0] |
| setup reg to reg | sd_hcnt[0] | sd_out[12] |
| hold reg to reg | sd_out[12] | r_out[0] |
cell families after synthesis:
logic type / count (synthesis) / synth area share, %
simple gates: 2455 / 1.462
flops: 18512 / 77.97
buf+inv: 2031 / 1.746
compound gates: 3202 / 3.121
xor+xnor: 39 / 0.04791
mux: 5908 / 15.61
fa+ha+maj: 26 / 0.04879
flip-flops by register name (all words and copies together) (netlist names), 6 cells and up:
signal	cells
hcnt	9
sd_hcnt	9
r_out	6
sd_out	18
b_out	6
hs_rise	9
hs_max	9
sd_buffer	18432
g_out	6
where the power goes:
group	leakage, nW	internal [W]	switching (W)
combinational	61.7	0.00000717	0.0000184
sequential	166	0.000118	0.0000000759
clock	28.3	0.0000527	0.0000397
routing by layer:
layer	vias up	global-route usage, %
met5	-	11.93
met4	395	17.30
met3	5294	31.95
met2	31158	39.57
met1	182387	27.45
li1	143124	-
Yosys cell counts (183+ instances only):
master    number
a21oi_1      675
a221oi_1     331
a22oi_1      592
buf_2        590
buf_4        235
buf_6        216
clkbuf_1     690
edfxtp_1   18512
mux2i_1     1697
mux4_2      4071
nand2_1      615
nand3_1      183
nor2_1      1283
o21ai_0      364
o221ai_1     215
o22ai_1      284
layout make-up:
type	count	area share, %
multi-input cells	11630	18.21
repair buffers	2923	2.810
clock inverters	1076	1.145
well taps	23616	3.618
clock buffers	2228	5.926
flip-flops and latches	18512	68.07
inverters	28	0.01900
diodes	672	0.2059
Power figures rest on the tool's default switching activity, not on a simulated workload.

--- design/flow/design.v ---
module sdram (
	inout  reg [15:0] SDRAM_DQ,    
	output     [12:0] SDRAM_A,     
	output reg        SDRAM_DQML,  
	output reg        SDRAM_DQMH,  
	output reg [1:0]  SDRAM_BA,    
	output            SDRAM_nCS,   
	output            SDRAM_nWE,   
	output            SDRAM_nRAS,  
	output            SDRAM_nCAS,  
	input             init_n,      
	input             clk,         
	input             clkref,
	input      [15:0] rom_din,
	output reg [15:0] rom_dout,
	input      [23:1] rom_addr,
	input             rom_req,
	output reg        rom_req_ack,
	input             rom_we,
	input      [16:0] wram_addr,
	input       [7:0] wram_din,
	output reg [15:0] wram_dout,
	input             wram_req,
	output reg        wram_req_ack,
	input             wram_we,
	input      [19:0] bsram_addr,
	input       [7:0] bsram_din,
	output reg [15:0] bsram_dout,
	input             bsram_req,
	output reg        bsram_req_ack,
	input             bsram_we,
	input      [19:1] bsram_io_addr,
	input      [15:0] bsram_io_din,
	output reg [15:0] bsram_io_dout,
	input             bsram_io_req,
	output reg        bsram_io_req_ack,
	input             bsram_io_we,
	input             vram1_req,
	output reg        vram1_ack,
	input      [14:0] vram1_addr,
	input       [7:0] vram1_din,
	output reg  [7:0] vram1_dout,
	input             vram1_we,
	input             vram2_req,
	output reg        vram2_ack,
	input      [14:0] vram2_addr,
	input       [7:0] vram2_din,
	output reg  [7:0] vram2_dout,
	input             vram2_we,
	input      [15:0] aram_addr,
	input       [7:0] aram_din,
	output reg [15:0] aram_dout,
	input             aram_req,
	output reg        aram_req_ack,
	input             aram_we
);
localparam RASCAS_DELAY   = 3'd3;    
localparam BURST_LENGTH   = 3'b000;  
localparam ACCESS_TYPE    = 1'b0;    
localparam CAS_LATENCY    = 3'd3;    
localparam OP_MODE        = 2'b00;   
localparam NO_WRITE_BURST = 1'b1;    
localparam MODE = { 3'b000, NO_WRITE_BURST, OP_MODE, CAS_LATENCY, ACCESS_TYPE, BURST_LENGTH}; 
localparam RFRSH_CYCLES = 10'd1000;
localparam STATE_RAS0      = 3'd0;    
localparam STATE_RAS1      = 3'd2;    
localparam STATE_RAS2      = 3'd4;    
localparam STATE_CAS0      = STATE_RAS0 + RASCAS_DELAY;  
localparam STATE_CAS1      = STATE_RAS1 + RASCAS_DELAY;  
localparam STATE_CAS2      = STATE_RAS2 + RASCAS_DELAY;  
localparam STATE_DS0       = STATE_CAS0 + 1'd1;
localparam STATE_READ0     = 3'd0; 
localparam STATE_DS1       = STATE_CAS1 + 1'd1;
localparam STATE_READ1     = 3'd2; 
localparam STATE_DS2       = 3'd0;
localparam STATE_READ2     = 3'd4; 
localparam STATE_LAST      = 3'd7;   
reg [2:0] t;
always @(posedge clk) begin
	reg clkref_d;
	clkref_d <= clkref;
	t <= t + 1'd1;
	if(~clkref_d && clkref && !oe_latch && !we_latch && !refresh && !init) t <= 3'd4;
end
reg [4:0]  reset;
reg        init = 1'b1;
always @(posedge clk,negedge init_n) begin
	if(!init_n) begin
		reset <= 5'h1f;
		init <= 1'b1;
	end else begin
		if((t == STATE_LAST) && (reset != 0)) reset <= reset - 5'd1;
		init <= !(reset == 0);
	end
end
localparam CMD_INHIBIT         = 4'b1111;
localparam CMD_NOP             = 4'b0111;
localparam CMD_ACTIVE          = 4'b0011;
localparam CMD_READ            = 4'b0101;
localparam CMD_WRITE           = 4'b0100;
localparam CMD_BURST_TERMINATE = 4'b0110;
localparam CMD_PRECHARGE       = 4'b0010;
localparam CMD_AUTO_REFRESH    = 4'b0001;
localparam CMD_LOAD_MODE       = 4'b0000;
reg  [3:0] sd_cmd;    
reg [12:0] sd_a;
reg [15:0] sd_din;
assign SDRAM_nCS  = sd_cmd[3];
assign SDRAM_nRAS = sd_cmd[2];
assign SDRAM_nCAS = sd_cmd[1];
assign SDRAM_nWE  = sd_cmd[0];
assign SDRAM_A    = sd_a;
reg [24:0] addr_latch[3];
reg [15:0] din_latch[3];
reg  [2:0] oe_latch;
reg  [2:0] we_latch;
reg  [1:0] ds[3];
localparam PORT_NONE  = 3'd0;
localparam PORT_ROM   = 3'd1;
localparam PORT_WRAM  = 3'd2;
localparam PORT_BSRAM = 3'd3;
localparam PORT_BSRAM_IO = 3'd4;
localparam PORT_ARAM  = 3'd1;
localparam PORT_VRAM  = 3'd1;
localparam PORT_VRAM1 = 3'd2;
localparam PORT_VRAM2 = 3'd3;
reg  [2:0] port[3];
reg  [2:0] next_port[3];
reg [24:0] next_addr[3];
reg        refresh;
reg [10:0] refresh_cnt;
reg        need_refresh = 1'b0;
always @(posedge clk) begin
	if (refresh_cnt == 0)
		need_refresh <= 0;
	else if (refresh_cnt == RFRSH_CYCLES)
		need_refresh <= 1;
end
always @(*) begin
	next_port[0] = PORT_NONE;
	next_addr[0] = 0;
	if (refresh) next_port[0] = PORT_NONE;
	else if (rom_req ^ rom_req_ack) begin
		next_port[0] = PORT_ROM;
		next_addr[0] = { 1'b0, rom_addr, 1'b0 };
	end else if (wram_req ^ wram_req_ack) begin
		next_port[0] = PORT_WRAM;
		next_addr[0] = { 8'b01110111, wram_addr };
	end else if (bsram_req ^ bsram_req_ack) begin
		next_port[0] = PORT_BSRAM;
		next_addr[0] = { 5'b01111, bsram_addr };
	end else if (bsram_io_req ^ bsram_io_req_ack) begin
		next_port[0] = PORT_BSRAM_IO;
		next_addr[0] = { 5'b01111, bsram_io_addr, 1'b0 };
	end
end
always @(posedge clk) begin
	next_port[1] <= PORT_NONE;
	if (refresh) next_port[1] <= PORT_NONE;
	else if (aram_req ^ aram_req_ack) begin
		next_port[1] <= PORT_ARAM;
		next_addr[1] <= { 9'b101111000, aram_addr };
	end
end
always @(*) begin
	next_port[2] = PORT_NONE;
	next_addr[2] = 0;
	if ((vram1_req ^ vram1_ack) && (vram2_req ^ vram2_ack) && (vram1_addr == vram2_addr) && (vram1_we == vram2_we))
	begin
		next_port[2] = PORT_VRAM;
		next_addr[2] = { 9'b111111100, vram1_addr, 1'b0 };
	end else if (vram1_req ^ vram1_ack) begin
		next_port[2] = PORT_VRAM1;
		next_addr[2] = { 9'b111111100, vram1_addr, 1'b0 };
	end else if (vram2_req ^ vram2_ack) begin
		next_port[2] = PORT_VRAM2;
		next_addr[2] = { 9'b111111100, vram2_addr, 1'b0 };
	end
end
always @(posedge clk) begin
	sd_din <= SDRAM_DQ;
	SDRAM_DQ <= 16'bZZZZZZZZZZZZZZZZ;
	{ SDRAM_DQMH, SDRAM_DQML } <= 2'b11;
	sd_cmd <= CMD_INHIBIT;   
	if(init) begin
		refresh <= 1'b0;
		refresh_cnt <= 0;
		if(t == STATE_RAS0) begin
			if(reset == 15) begin
				sd_cmd <= CMD_PRECHARGE;
				sd_a[10] <= 1'b1;       
			end
			if(reset == 10 || reset == 8) begin
				sd_cmd <= CMD_AUTO_REFRESH;
			end
			if(reset == 2) begin
				sd_cmd <= CMD_LOAD_MODE;
				sd_a <= MODE;
				SDRAM_BA <= 2'b00;
			end
		end
	end else begin
		refresh_cnt <= refresh_cnt + 1'd1;
		if(t == STATE_RAS0) begin
			port[0] <= next_port[0];
			addr_latch[0] <= next_addr[0];
			sd_a <= next_addr[0][22:10];
			SDRAM_BA <= next_addr[0][24:23];
			{ we_latch[0], oe_latch[0] } <= 2'b00;
			case (next_port[0])
			PORT_ROM: begin
				{ we_latch[0], oe_latch[0] } <= { rom_we, ~rom_we };
				din_latch[0] <= rom_din;
				ds[0] <= 2'b11;
				sd_cmd <= CMD_ACTIVE;
			end
			PORT_WRAM: begin
				{ we_latch[0], oe_latch[0] } <= { wram_we, ~wram_we };
				din_latch[0] <= { wram_din, wram_din };
				ds[0] <= {next_addr[0][0], ~next_addr[0][0]};
				sd_cmd <= CMD_ACTIVE;
			end
			PORT_BSRAM: begin
				{ we_latch[0], oe_latch[0] } <= { bsram_we, ~bsram_we };
				din_latch[0] <= { bsram_din, bsram_din };
				ds[0] <= {next_addr[0][0], ~next_addr[0][0]};
				sd_cmd <= CMD_ACTIVE;
			end
			PORT_BSRAM_IO: begin
				{ we_latch[0], oe_latch[0] } <= { bsram_io_we, ~bsram_io_we };
				din_latch[0] <= bsram_io_din;
				ds[0] <= 2'b11;
				sd_cmd <= CMD_ACTIVE;
			end
			default: ;
			endcase
		end
		if(t == STATE_RAS1) begin
			port[1] <= next_port[1];
			addr_latch[1] <= next_addr[1];
			sd_a <= next_addr[1][22:10];
			SDRAM_BA <= 2'b10;
			{ we_latch[1], oe_latch[1] } <= 2'b00;
			case (next_port[1])
			PORT_ARAM: begin
				{ we_latch[1], oe_latch[1] } <= { aram_we, ~aram_we };
				din_latch[1] <= { aram_din, aram_din };
				ds[1] <= {next_addr[1][0], ~next_addr[1][0]};
				sd_cmd <= CMD_ACTIVE;
			end
			default: ;
			endcase
		end
		if(t == STATE_RAS2) begin
			refresh <= 1'b0;
			port[2] <= next_port[2];
			addr_latch[2] <= next_addr[2];
			sd_a <= next_addr[2][22:10];
			SDRAM_BA <= 2'b11;
			{ we_latch[2], oe_latch[2] } <= 2'b00;
			case (next_port[2])
			PORT_VRAM: begin
				{ we_latch[2], oe_latch[2] } <= { vram1_we, ~vram1_we };
				din_latch[2] <= { vram2_din, vram1_din };
				ds[2] <= 2'b11;
				sd_cmd <= CMD_ACTIVE;
			end
			PORT_VRAM1: begin
				{ we_latch[2], oe_latch[2] } <= { vram1_we, ~vram1_we };
				din_latch[2] <= { vram1_din, vram1_din };
				ds[2] <= 2'b01;
				sd_cmd <= CMD_ACTIVE;
			end
			PORT_VRAM2: begin
				{ we_latch[2], oe_latch[2] } <= { vram2_we, ~vram2_we };
				din_latch[2] <= { vram2_din, vram2_din };
				ds[2] <= 2'b10;
				sd_cmd <= CMD_ACTIVE;
			end
			default:
				if (!we_latch[0] && !oe_latch[0] && !we_latch[1] && !oe_latch[1] && need_refresh) begin
					refresh <= 1'b1;
					refresh_cnt <= 0;
					sd_cmd <= CMD_AUTO_REFRESH;
				end
			endcase
		end
		if(t == STATE_CAS0 && (oe_latch[0] || we_latch[0])) begin
			sd_cmd <= we_latch[0]?CMD_WRITE:CMD_READ;
			if (we_latch[0]) begin
				SDRAM_DQ <= din_latch[0];
				{ SDRAM_DQMH, SDRAM_DQML } <= ~ds[0];
			end
			sd_a <= { 4'b0010, addr_latch[0][9:1] };   
			SDRAM_BA <= addr_latch[0][24:23];
		end
		if(t == STATE_CAS0) begin
			case (port[0])
				PORT_ROM:   rom_req_ack <= rom_req;
				PORT_WRAM:  wram_req_ack <= wram_req;
				PORT_BSRAM: bsram_req_ack <= bsram_req;
				PORT_BSRAM_IO: bsram_io_req_ack <= bsram_io_req;
				default: ;
			endcase
		end
		if(t == STATE_CAS1 && (oe_latch[1] || we_latch[1])) begin
			sd_cmd <= we_latch[1]?CMD_WRITE:CMD_READ;
			if (we_latch[1]) begin
				SDRAM_DQ <= din_latch[1];
				{ SDRAM_DQMH, SDRAM_DQML } <= ~ds[1];
			end
			aram_req_ack <= aram_req;
			sd_a <= { 4'b0010, addr_latch[1][9:1] };   
			SDRAM_BA <= 2'b10;
		end
		if(t == STATE_CAS2 && (oe_latch[2] || we_latch[2])) begin
			sd_cmd <= we_latch[2]?CMD_WRITE:CMD_READ;
			if (we_latch[2]) begin
				SDRAM_DQ <= din_latch[2];
				{ SDRAM_DQMH, SDRAM_DQML } <= ~ds[2];
			end
			sd_a <= { 4'b0010, addr_latch[2][9:1] };   
			SDRAM_BA <= 2'b11;
		end
		if(t == STATE_CAS2) begin
			case (port[2])
				PORT_VRAM:   { vram1_ack, vram2_ack } <= { vram1_req, vram2_req };
				PORT_VRAM1:  vram1_ack <= vram1_req;
				PORT_VRAM2:  vram2_ack <= vram2_req;
				default: ;
			endcase
		end
		if(t == STATE_DS0 && oe_latch[0]) { SDRAM_DQMH, SDRAM_DQML } <= 2'b00;
		if(t == STATE_READ0 && oe_latch[0]) begin
			case (port[0])
				PORT_ROM:   rom_dout <= sd_din;
				PORT_WRAM:  wram_dout <= sd_din;
				PORT_BSRAM: bsram_dout <= sd_din;
				PORT_BSRAM_IO: bsram_io_dout <= sd_din;
				default: ;
			endcase
		end
		if(t == STATE_DS1 && oe_latch[1]) { SDRAM_DQMH, SDRAM_DQML } <= 2'b00;
		if(t == STATE_READ1 && oe_latch[1]) aram_dout <= sd_din;
		if(t == STATE_DS2 && oe_latch[2]) { SDRAM_DQMH, SDRAM_DQML } <= 2'b00;
		if(t == STATE_READ2 && oe_latch[2]) begin
			case (port[2])
				PORT_VRAM: { vram2_dout, vram1_dout } <= sd_din;
				PORT_VRAM1: vram1_dout <= sd_din[7:0];
				PORT_VRAM2: vram2_dout <= sd_din[15:8];
				default: ;
			endcase
		end
		if(t == STATE_READ2 && we_latch[2]) begin
			case (port[2])
				PORT_VRAM: { vram2_dout, vram1_dout } <= din_latch[2];
				PORT_VRAM1: vram1_dout <= din_latch[2][7:0];
				PORT_VRAM2: vram2_dout <= din_latch[2][7:0];
				default: ;
			endcase
		end
	end
end
endmodule
--- design/flow/run.sh ---
#!/bin/bash
# OpenROAD 26Q1-2900-gdf79404cd8, Yosys 0.63+post, stock flow scripts
make -C /OpenROAD-flow-scripts/flow DESIGN_CONFIG=/design/flow/config.mk WORK_HOME=/design/flow/orfs finish
--- design/flow/config.mk ---
export PLATFORM = sky130hd
export DESIGN_NAME = sdram
export DESIGN_NICKNAME = sdram
export VERILOG_FILES = /design/flow/design.v
export SDC_FILE = /design/flow/constraint.sdc
export NUM_CORES = 4
export LEC_CHECK = 1
export CORE_UTILIZATION = 30
--- design/flow/constraint.sdc ---
current_design sdram

set clk_period 8.3
set clk_io_pct 0.2

create_clock -name clk0 -period $clk_period [get_ports {clk}]

set non_clock_inputs [all_inputs -no_clocks]
set_input_delay [expr $clk_period * $clk_io_pct] -clock clk0 $non_clock_inputs
set_output_delay [expr $clk_period * $clk_io_pct] -clock clk0 [all_outputs]
==> reports/qor.rpt <==
==============================================================================
Count of pins over their slew limit                                          0
Top cells by area in the synthesized netlist                      edfxtp_1 (54%), dfxtp_1 (11%), a21oi_1 (3.0%)
Routed wire length                                                    37500 um
Result of the run                                                 finished, final reports clean
Flop pwr share                                                           45.6%
Number of enable-type register cells in the synthesized netlist            214
Final critical-path share of the clock period                            50.1%
Worst Hold Class                                                  register to register
Wirelength per Cell                                                    20.3 um
Crit-path leading delay family                                    simple AND/OR/NAND/NOR gates
Library cell with the largest summed area after synthesis             edfxtp_1
Skew-Pair Late Insertion Delay                                         0.58 ns
Post-route DRC                                                               0
Clock-pin transition on the worst setup and hold timing paths          0.06 ns
P_int                                                                  3330 uW
FA/HA/MAJ Cells, Area Fraction                                           1.37%
Ys cells                                                                   952
Crit path required time                                                8.63 ns
Core utilization at floorplan                                            30.6%
Combinational share of power                                             22.7%
All-Layer GR Usage                                                       19.4%
Tool Warnings                                                               65
Arrival time at the worst endpoint                                     4.49 ns
Sequence of cells on the critical path                            clkdlybuf4s50_1, xor2_1, nor4_1, nand3_1, nor4_1, nor2_1, ha_1, inv_1, nand2_1, a22o_1
Cell resize tally after clock tree synthesis                                 0
Period minus WS final                                                  4.16 ns
Die X-Extent                                                            201 um
Iteration count of the initial detailed-routing pass                         5
Number of global-route vias before repair                                 9212
Sequential cell area in the final layout                             7850 um^2
Maximum number of buffers from clock root to sink                            3
Fraction of final layout cells sized beyond drive strength 1             7.42%
Initial antenna violation count                                             11
CTS tree                                                                  done
Met2 Usage GRT                                                           30.8%
Num rows                                                                    72
Final design area excluding fillers                                 17000 um^2
Met1 Track Usage GR                                                      24.9%
Boundary pin count                                                         354
Top cells by count, synth                                         edfxtp_1 (214), nor2_1 (82), nand2_1 (78), a21oi_1 (71), dfxtp_1 (63)
Number of buffers inserted by post-CTS setup repair                          0
Startpoint types                                                     input pin
Crit path capture type                                                register
Total placed instance area                                          15900 um^2
Max stage delay cell, worst path                                        nor4_1
Vertical extent of the die                                              201 um
Post-place setup slack                                                 3.64 ns
Syn Area/Cell                                                        12.5 um^2
Met3 usage in global routing                                             8.99%
P_leak                                                              0.00611 uW
Ratio of routed vias to standard cells                                    4.89
Layout filler cell count                                                  3523
Max-cap violation count                                                      0
Category of the critical setup timing path                        input pin to register
Port buffer count                                                          337
Clock sink total                                                           283
Flops after synth                                                          283
Peak supply drop                                                    0.000168 V
Headroom to the max-slew limit                                           44.3%
Synth Area in Compound Gates                                             14.9%
Async set-or-reset flop fraction in the synthesized netlist              2.12%
Total global routing overflow                                                0
Max-area cell share                                                      54.1%
Largest net degree at the start of global routing                           36
Largest fanout on the critical path                                         10
Yosys warning total                                                          8
Peak-usage layer in the global routing report                             met2
Unrepaired setup endpoints after global routing                             no
Net switching power figure                                             1260 uW
Fin worst setup slack                                                  4.14 ns
Final setup skew                                                     0.0168 ns
Unique cell type count in the Yosys netlist                                 63
Total setup violations reported at the end of the flow                       0
Worst-margin pin slew                                                 0.830 ns
Area of the mapped netlist                                          11900 um^2
Number of hold violations in the final report                                0
Areal power density over the cells                                 270 nW/um^2
Simple Share, Synth                                                      10.6%
Area share of xor/xnor cells in the synthesized design                   3.19%
# H-tree levels                                                              1
Buf/Inv on CP                                                                2
CORE AREA                                                           38800 um^2
Chip area line of the yosys report                                  11900 um^2
Crit-path most repeated cell                                            nor4_1
Half-perimeter wire length of the detailed placement result           28600 um
DRC violation total after the first TritonRoute iteration                  566
Combinational gate area                                              3780 um^2
Switching fraction of total power                                        27.4%
Stage delay of the slowest cell on the critical path                   0.60 ns
Clock power frac                                                         31.7%
Final setup TNS                                                           0 ns
Top comb family, area                                             AND-OR/OR-AND gates
Sequential area share after synthesis                                    66.0%
Cells after synthesis                                                      952
Global placement routability congestion                                  0.918
Cell with the most instances after synthesis                          edfxtp_1
Fmax                                                                   240 MHz
Most common flop cell mapped by yosys                                 edfxtp_1
TritonCTS Buffers                                                           31
Wire length of the first global-routing pass                          55300 um
Hold buffer count at cts                                                     0
DRT antenna net count                                                        0
MUX share of area                                                        1.54%
P&R area growth vs syn                                                   43.1%
Number of vias after detailed routing                                     9021
Root buffer cell                                                     clkbuf_16
Chip area                                                           40400 um^2
==============================================================================
[worst reg2reg max path, stage by stage (launching register included)]
cell	delay [ns]
dfxtp_1	0.34
inv_1	0.09
ha_1	0.30
inv_1	0.09
nor2_1	0.32
nand2_1	0.26
inv_1	0.57
and2_1	0.71
[per-stage QoR]
step	hold WS [ns]	instances	utilization, %	power, uW
global route	0.373	1838	43.7	4820
detailed placement	0.348	1780	40.9	3170
global placement	0.349	1780	40.9	3170
floorplan	0.310	952	-	2520
finish	0.355	1846	43.8	4580
CTS	0.361	1838	43.7	4640
[placed cells by master, fill, tap and decap left out, types with 5 or more instances in the layout]
cell             instances
a211oi_1                12
a21oi_1                 71
a221o_1                 15
a221oi_1                11
a22o_1                  25
a22oi_1                  9
a31oi_1                  7
and2_1                  20
and3_1                  14
buf_4                   23
bufinv_16                5
clkbuf_16               31
clkdlybuf4s50_1        337
clkinv_2                 6
dfstp_2                  6
dfxtp_1                 63
diode_2                  8
edfxtp_1               214
ha_1                    13
inv_1                   16
mux2i_1                 16
nand2_1                 78
nand3_1                 23
nand3b_1                11
nor2_1                  82
nor2b_1                  5
nor3_1                  10
nor4_1                   9
o21a_1                   5
o21ai_0                 56
o22ai_1                 14
xnor2_1                 11
xor2_1                  22
[state kept, by name, summed over array words and instances (netlist names), 5 cells and up, named ones only]
signal and flops:
vram2_dout 8, SDRAM_DQ 16, addr_latch 28, sd_a 13, port 7, refresh_cnt 11
reset 5, vram1_dout 8, bsram_dout 16, rom_dout 16, next_addr 16, din_latch 40
aram_dout 16, bsram_io_dout 16, sd_din 16, ds 6, wram_dout 16
[routing by layer]
| layer | wire (um) | share of wire [%] |
|---|---|---|
| met2 | 17700 | 47 |
| met4 | 974 | 2.6 |
| met3 | 4460 | 12 |
| met1 | 14300 | 38 |
| met5 | 38 | 0.10 |
[path summary, 6_finish.rpt]
check	start	to	slack [ns]	cells after the start
worst max-delay path	vram2_addr[12]	din_latch[2][3]	4.14	10
worst min-delay path	SDRAM_DQ[10]	sd_din[10]	0.36	0
worst max register to register	t[0]	din_latch[0][11]	5.24	7
worst min register to register	SDRAM_DQ[10]	sd_din[10]	0.36	0
max in group asynchronous	init_n	reset[1]	6.70	1
min in group asynchronous	init_n	init	1.57	1
[power by group through the flow]
stage	clock, uW	combinational [uW]	sequential, uW
4_1_cts	1480	1060	2090
5_1_grt	1530	1160	2130
6_report	1450	1040	2090
[cells by family (layout without fill, tap and decap cells)]
group	after synthesis	count (layout)
fa+ha+maj	13	13
other cells	0	8
flops	283	283
buf+inv	66	434
simple gates	268	268
xor+xnor	39	39
mux	18	18
compound gates	265	265
[area by class of cell]
type | count | area share, %
Sequential cell | 283 | 46.2
Inverter | 16 | 0.353
Tap cell | 518 | 3.81
Antenna cell | 8 | 0.118
Clock inverter | 23 | 1.65
Clock buffer | 35 | 4.83
Multi-Input combinational cell | 603 | 22.2
Timing Repair Buffer | 360 | 20.9
No activity file was given, so power comes from the tool's default toggle rates.

<file path="flow/config.mk">
export PLATFORM = sky130hd
export DESIGN_NAME = hdmidataencoder
export DESIGN_NICKNAME = hdmidataencoder
export VERILOG_FILES = /design/flow/design.v
export SDC_FILE = /design/flow/constraint.sdc
export NUM_CORES = 4
export LEC_CHECK = 1
export CORE_AREA = 10 10 89 89
export DIE_AREA = 0 0 99 99
</file>
<file path="flow/constraint.sdc">
current_design hdmidataencoder

set clk_period 3.8
set clk_io_pct 0.2

create_clock -name clk0 -period $clk_period [get_ports {i_pixclk}]

set non_clock_inputs [all_inputs -no_clocks]
set_input_delay [expr $clk_period * $clk_io_pct] -clock clk0 $non_clock_inputs
set_output_delay [expr $clk_period * $clk_io_pct] -clock clk0 [all_outputs]
</file>
<file path="flow/design.v">
module hdmidataencoder 
#(parameter FREQ=27000000, FS=48000, CTS=27000, N=6144) 
(
	input 			i_pixclk,
	input 			i_hSync,
	input 			i_vSync,
	input 			i_blank,
	input i_audio_enable,
	input [15:0] 	i_audioL,
	input [15:0] 	i_audioR,	
	output [3:0] 	o_d0,
	output [3:0] 	o_d1,
	output [3:0] 	o_d2,
	output 			o_data
);
localparam [191:0] channelStatus = (FS == 48000)?192'hc202004004:(FS == 44100)?192'hc200004004:192'hc203004004;
localparam [55:0] audioRegenPacket = {N[7:0], N[15:8], 8'h00, CTS[7:0], CTS[15:8], 16'h0000};
reg [23:0] audioPacketHeader;
reg [55:0] audioSubPacket[3:0];
reg [7:0] channelStatusIdx;
reg [16:0] audioTimer;
reg [16:0] ctsTimer;
reg [1:0] samplesHead;
reg [3:0] dataChannel0;
reg [3:0] dataChannel1;
reg [3:0] dataChannel2;
reg [23:0] packetHeader;
reg [55:0] subpacket[3:0];
reg [7:0] bchHdr;
reg [7:0] bchCode [3:0];
reg [4:0] dataOffset;
reg tercData;
reg [15:0] audioRAvg;
reg [15:0] audioLAvg;
reg [15:0] counterX;
reg firstHSyncChange;
reg oddLine;
reg prevHSync;
reg prevBlank;
reg allowGeneration;
initial
begin
	audioPacketHeader<=0;
	audioSubPacket[0]<=0;
	audioSubPacket[1]<=0;
	audioSubPacket[2]<=0;
	audioSubPacket[3]<=0;
	channelStatusIdx<=0;
	audioTimer<=0;
	samplesHead<=0;
	ctsTimer = 0;
	dataChannel0<=0;
	dataChannel1<=0;
	dataChannel2<=0;
	packetHeader<=0;
	subpacket[0]<=0;
	subpacket[1]<=0;
	subpacket[2]<=0;
	subpacket[3]<=0;
	bchHdr<=0;
	bchCode[0]<=0;
	bchCode[1]<=0;
	bchCode[2]<=0;
	bchCode[3]<=0;
	dataOffset<=0;
	tercData<=0;
	oddLine<=0;
	counterX<=0;
	prevHSync = 0;
	prevBlank = 0;
	firstHSyncChange = 0;
	allowGeneration = 0;
	audioRAvg = 0;
	audioLAvg = 0;
end
function [7:0] ECCcode;	 
	input [7:0] code;
	input bita;
	input passthroughData;
	begin
		ECCcode = (code<<1) ^ (((code[7]^bita) && passthroughData)?(1+(1<<6)+(1<<7)):0);
	end
endfunction
task ECCu;
	output outbit;
	inout [7:0] code;
	input bita;
	input passthroughData;
	begin
		outbit <= passthroughData?bita:code[7];
		code <= ECCcode(code, bita, passthroughData);
	end
endtask
task ECC2u;
	output outbita;
	output outbitb;
	inout [7:0] code;
	input bita;
	input bitb;
	input passthroughData;
	begin
		outbita <= passthroughData?bita:code[7];
		outbitb <= passthroughData?bitb:(code[6]^(((code[7]^bita) && passthroughData)?1'b1:1'b0));
		code <= ECCcode(ECCcode(code, bita, passthroughData), bitb, passthroughData);
	end
endtask
task SendPacket;
	inout [32:0] pckHeader;
	inout [55:0] pckData0;
	inout [55:0] pckData1;
	inout [55:0] pckData2;
	inout [55:0] pckData3;
	input firstPacket;
begin
	dataChannel0[0]<=i_hSync;
	dataChannel0[1]<=i_vSync;
	dataChannel0[3]<=(!firstPacket || dataOffset)?1'b1:1'b0;
	ECCu(dataChannel0[2], bchHdr, pckHeader[0], dataOffset<24?1'b1:1'b0);
	ECC2u(dataChannel1[0], dataChannel2[0], bchCode[0], pckData0[0], pckData0[1], dataOffset<28?1'b1:1'b0);
	ECC2u(dataChannel1[1], dataChannel2[1], bchCode[1], pckData1[0], pckData1[1], dataOffset<28?1'b1:1'b0);
	ECC2u(dataChannel1[2], dataChannel2[2], bchCode[2], pckData2[0], pckData2[1], dataOffset<28?1'b1:1'b0);
	ECC2u(dataChannel1[3], dataChannel2[3], bchCode[3], pckData3[0], pckData3[1], dataOffset<28?1'b1:1'b0);
	pckHeader<=pckHeader[23:1];
	pckData0<=pckData0[55:2];
	pckData1<=pckData1[55:2];
	pckData2<=pckData2[55:2];
	pckData3<=pckData3[55:2];
	dataOffset<=dataOffset+5'b1;
end
endtask
task InfoGen;
	inout [16:0] _timer;
begin
	if (_timer >= CTS) begin
		packetHeader<=24'h000001;	 
		subpacket[0]<=audioRegenPacket;
		subpacket[1]<=audioRegenPacket;
		subpacket[2]<=audioRegenPacket;
		subpacket[3]<=audioRegenPacket;
		_timer <= _timer - CTS + 1;
	end else begin
		if (!oddLine) begin
			packetHeader<=24'h0D0282;	 
			subpacket[0]<=56'h00000000191046;
			subpacket[1]<=56'h00000000000000;
		end else begin
			packetHeader<=24'h0A0184;	 
			subpacket[0]<=56'h00000000001160;
			subpacket[1]<=56'h00000000000000;
		end
		subpacket[2]<=56'h00000000000000;
		subpacket[3]<=56'h00000000000000;
	end			
end
endtask
task AproximateAudio;
begin
	audioLAvg <= i_audioL;
	audioRAvg <= i_audioR;
end
endtask
task AudioGen;
begin
	if (!( allowGeneration && counterX >= 32 && counterX < 64)) begin
		if (audioTimer>=FREQ/1000) begin
			audioTimer<=audioTimer-FREQ/1000+FS/1000;
			audioPacketHeader<=audioPacketHeader|24'h000002|((channelStatusIdx==0?24'h100100:24'h000100)<<samplesHead);
			audioSubPacket[samplesHead]<=((audioLAvg<<8)|(audioRAvg<<32)
								|((^audioLAvg)?56'h08000000000000:56'h0)	 
								|((^audioRAvg)?56'h80000000000000:56'h0))	 
								^(channelStatus[channelStatusIdx]?56'hCC000000000000:56'h0);  
			if (channelStatusIdx<191)
				channelStatusIdx<=channelStatusIdx+8'd1;
			else
				channelStatusIdx<=0;
			samplesHead<=samplesHead+2'd1;
		end else begin
			audioTimer<=audioTimer+FS/1000;
			AproximateAudio();
		end
	end else begin
		audioTimer<=audioTimer+FS/1000;
		AproximateAudio();		
		samplesHead<=0;
	end
end
endtask
task SendPackets;
	inout dataEnable;
begin
	if (counterX<32) begin
		dataEnable<=1;
		SendPacket(packetHeader, subpacket[0], subpacket[1], subpacket[2], subpacket[3], 1);
	end else if (counterX<64)	begin
		SendPacket(audioPacketHeader, audioSubPacket[0], audioSubPacket[1], audioSubPacket[2], audioSubPacket[3], 0);
	end else begin
		dataEnable<=0;
	end
end
endtask
always @(posedge i_pixclk)
begin
	AudioGen();
	if(allowGeneration & i_audio_enable) begin
		SendPackets(tercData);
	end else begin
		tercData<=0;
   end 	
	ctsTimer <= ctsTimer + 1;	
	if((prevBlank == 0) && (i_blank == 1)) 
		firstHSyncChange <= 1;
	if((prevBlank == 1) && (i_blank == 0)) 
		allowGeneration <= 0;
	if(prevHSync != i_hSync) begin
		if(firstHSyncChange) begin
			InfoGen(ctsTimer);
		   oddLine <= ! oddLine;
		   counterX  <= 0;
			allowGeneration <= 1;
		end else begin
		   counterX  <= counterX + 1;	
		end
		firstHSyncChange <= !firstHSyncChange;
	end else 
		counterX  <= counterX + 1;	
	prevBlank <= i_blank;
	prevHSync <= i_hSync;
end
assign o_d0 = dataChannel0;
assign o_d1 = dataChannel1;
assign o_d2 = dataChannel2;
assign o_data = tercData;
endmodule
</file>
<file path="flow/run.sh">
#!/bin/bash
# OpenROAD 26Q1-2900-gdf79404cd8, Yosys 0.63+post, stock flow scripts
make -C /OpenROAD-flow-scripts/flow DESIGN_CONFIG=/design/flow/config.mk WORK_HOME=/design/flow/orfs finish
</file>
==> impl_metrics.env <==
# implementation run metrics
export IMPL_antenna_found_initial=0
export IMPL_routed_via_density=3.78
export IMPL_intPower_uw=445
export IMPL_die_area_um2=9800
export IMPL_worst_ir_drop_on_vdd_mv=0.163
export IMPL_r2r_start="counterX[8]$_DFF_P_"
export IMPL_synth_yosys_warnings=22
export IMPL_synthAdderAreaFrac=0.0292
export IMPL_dpl_hpwl_um=1410
export IMPL_routedWlPerCell_um=9.19
export IMPL_netlist_logic_family_top="simple AND/OR/NAND/NOR gates"
export IMPL_critPathArrivalTime_ps=2410
export IMPL_p_seq_frac=0.627
export IMPL_h_tree_depth=1
export IMPL_setup_repair_after_global_routing_missed_its_margin="no"
export IMPL_placement_io_buffers=7
export IMPL_synth_top_cells_by_area="dfxtp_1 (30%), edfxtp_1 (21%), xnor2_1 (6.8%)"
export IMPL_clk_latency_ps=270
export IMPL_critical_path_sink_type="flip-flop"
export IMPL_clock_skew_ps=1.46
export IMPL_totalNegativeSetupSlack_ps=0
export IMPL_drt_pass1_iterations=3
export IMPL_switchingPower_uw=147
export IMPL_max_cap_violations=0
export IMPL_ys_flop_type="dfxtp_1"
export IMPL_report_final_hold_viol_count=0
export IMPL_synth_largest_type_area_fraction=0.295
export IMPL_ctsResizeCount=0
export IMPL_p_leak_nw=0.523
export IMPL_synth_cellmix_compoundShare=0.0224
export IMPL_tritoncts="built"
export IMPL_antennaDiodeCount=0
export IMPL_syn_area_per_cell_um2=10.5
export IMPL_worst_slew_pin_transition_ps=660
export IMPL_cts_inserted_buffers=3
export IMPL_placeableCoreArea_um2=5990
export IMPL_routabilityCongestion=0.750
export IMPL_holdPathEnd="allowGeneration$_DFF_P_"
export IMPL_p_clk_frac=0.268
export IMPL_pre_cts_ws_ps=1250
export IMPL_max_freq_mhz=447
export IMPL_grt_max_degree=18
export IMPL_hold_depth=2
export IMPL_detailroute_via_count=778
export IMPL_cts_num_sinks=28
export IMPL_cts_post_setup_buffers_inserted=0
export IMPL_reg2reg_setup_slack_ps=2000
export IMPL_xor_and_xnor_area_share_after_synthesis=0.116
export IMPL_timing_slew_headroom=0.560
export IMPL_totalWireLength_um=1890
export IMPL_p_total_uw=592
export IMPL_syn_inst=123
export IMPL_wl_met3_um=21
export IMPL_track_usage=0.0362
export IMPL_min_path_type="flip-flop to flip-flop"
export IMPL_drt_drc=0
export IMPL_synth_most_common_cell="dfxtp_1"
export IMPL_min_from="allowGeneration$_DFF_P_"
export IMPL_comb_power_share=0.105
export IMPL_largest_fanout_on_the_critical_path=17
export IMPL_ys_sh_mux=0
export IMPL_clkTransAtPathRegs_ps=90
export IMPL_simple_gate_share=0.241
export IMPL_ordered_cell_list_for_the_critical_path="clkdlybuf4s50_1 -> xor2_1 -> and2_1 -> inv_1 -> and2_1"
export IMPL_floorplan_die_width_um=99
export IMPL_areaGrowthSynthToFinish_pct=12.2
export IMPL_critPathLaunchType="input port"
export IMPL_yosys_cells=123
export IMPL_synthDistinctLibCells=27
export IMPL_crit_path_frequent_cell="and2_1"
export IMPL_worst_r2r_endpoint="dataChannel0[3]$_DFFE_PP_"
export IMPL_cellPowerDensity_nw_per_um2=410
export IMPL_io_pin_count=50
export IMPL_timing_worst_setup_path_type="input port to flip-flop"
export IMPL_vias_in_the_first_global_route=737
export IMPL_grt_remaining_overflow=0
export IMPL_log_warning_count=58
export IMPL_ys_ff=28
export IMPL_layout_setup_ws_ps=1560
export IMPL_finalWorstPathRequiredPeriod_ps=2240
export IMPL_met2_wirelength_from_detailed_routing_um=820
export IMPL_first_iter_violations=30
export IMPL_cts_buffer_depth=2
export IMPL_ys_seq_share=0.505
export IMPL_wirelength_met1_um=1020
export IMPL_run_status="complete, no violations"
export IMPL_finalSetupViolCount=0
export IMPL_core_util_floorplan=0.215
export IMPL_cts_hold_buffers_added=0
export IMPL_grt_pass1_wl_um=3170
export IMPL_post_synth_most_frequent_cells="dfxtp_1 (19), nor2_1 (17), buf_4 (10), xnor2_1 (10)"
export IMPL_worst_path_largest_cell_delay_ps=590
export IMPL_syn_area_um2=1290
export IMPL_yosysChipArea_um2=1290
export IMPL_slowest_stage="and2_1"
export IMPL_detail_route_antenna_nets=0
export IMPL_die_height_um=99
export IMPL_largest_area_cell="dfxtp_1"
export IMPL_topRoutingLayerUsed="met4"
export IMPL_fillers=613
export IMPL_synth_async_sr_flop_share=0
export IMPL_worst_ep_required_time_ps=3970
export IMPL_netSwitchingFraction=0.248
export IMPL_r2r_cells=3
export IMPL_drv_slew=0
export IMPL_clock_root_cell="clkbuf_8"
export IMPL_number_of_enable_type_register_cells_in_the_synthesized_netlist=9
export IMPL_post_route_cells_drive_above_1_share=0.0916
export IMPL_period_used=0.589
export IMPL_row_cnt=28
[cell families (layout without fill, tap and decap cells)]
kind of cell             count (synthesis)  count (layout)
AND-OR/OR-AND                            4               4
XOR/XNOR                                17              17
adder cells (fa/ha/maj)                  3               3
buffers and inverters                   18              17
flip-flops                              28              28
other                                    1              10
AND/OR/NAND/NOR                         52              52
[sequential cells by signal, indices dropped and copies added, names as in the netlist]
signal / cells
dataOffset: 5
dataChannel0: 3
prevHSync: 1
allowGeneration: 1
prevBlank: 1
counterX: 16
firstHSyncChange: 1
[through the flow]
step	hold slack [ps]	std cells	util	area [µm²]
detailed placement	473	202	0.234	1400
floorplan	440	132	-	1320
global route	500	206	0.241	1450
global placement	472	202	0.234	1400
finish	485	206	0.241	1450
CTS	490	206	0.241	1450
[cell usage in the layout (no fill, tap or decap)]
cell type	synthesis	final
dfxtp_1	19	19
nor2_1	17	17
xnor2_1	10	10
conb_1	1	10
nand3_1	9	9
edfxtp_1	9	9
xor2_1	7	7
clkdlybuf4s50_1	0	7
nand2_1	6	6
inv_1	6	6
nor4_2	3	3
nor3_1	3	3
ha_1	3	3
clkbuf_8	0	3
and2_1	2	2
nand4_4	2	2
nor2_2	2	2
nand4_1	2	2
nor4_1	2	2
and4_2	1	1
and3_2	1	1
or4b_1	1	1
or3_1	1	1
a211oi_1	1	1
a31o_1	1	1
a21o_1	1	1
o21ai_0	1	1
clkinv_1	0	1
[power by group through the flow]
stage / clock network [mW] / logic [mW] / registers, mW
after CTS: 0.169 / 0.0638 / 0.372
after global routing: 0.177 / 0.0693 / 0.377
final: 0.159 / 0.0619 / 0.371
[cell type report]
cell class	instances	area, µm²	share of cell area
Inverter	6	22.5	0.0156
Clock inverter	1	3.75	0.00260
Tap cell	75	93.8	0.0649
Timing Repair Buffer	7	70.1	0.0485
Sequential cell	28	651	0.450
Clock buffer	3	41.3	0.0286
Multi-Input combinational cell	86	563	0.390
[routing by layer]
layer	vias to the layer above	GRT usage
met5	-	0
met4	0	0.00992
met3	2	0.00564
met2	11	0.0566
met1	353	0.0507
li1	412	-
[critical path, delay by kind of cell]
kind / cells / cell delay [ps]
and+or+nand+nor: 2 / 780
buffers and inverters: 2 / 650
xor gates and xnor gates: 1 / 220
[worst max path at each step]
stage	start	endpoint	slack, ps	depth (start not counted)
finish	i_hSync	counterX[1]$_DFF_P_	1560	5
global route	i_hSync	counterX[1]$_DFF_P_	1490	5
CTS	i_hSync	counterX[1]$_DFF_P_	1560	5
